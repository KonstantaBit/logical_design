<file path="flow/constraint.sdc">
current_design real_mult

set clk_period 6.9
set clk_io_pct 0.2

create_clock -name clk0 -period $clk_period [get_ports {clk}]

set non_clock_inputs [all_inputs -no_clocks]
set_input_delay [expr $clk_period * $clk_io_pct] -clock clk0 $non_clock_inputs
set_output_delay [expr $clk_period * $clk_io_pct] -clock clk0 [all_outputs]
</file>
<file path="flow/config.mk">
export PLATFORM = sky130hd
export DESIGN_NAME = real_mult
export DESIGN_NICKNAME = real_mult
export VERILOG_FILES = /design/flow/design.v
export SDC_FILE = /design/flow/constraint.sdc
export NUM_CORES = 4
export LEC_CHECK = 1
export CORE_AREA = 10 10 108 108
export DIE_AREA = 0 0 118 118
export SYNTH_HDL_FRONTEND = slang
</file>
<file path="flow/run.sh">
#!/bin/bash
# OpenROAD 26Q1-2900-gdf79404cd8, Yosys 0.63+post, stock flow scripts
make -C /OpenROAD-flow-scripts/flow DESIGN_CONFIG=/design/flow/config.mk WORK_HOME=/design/flow/orfs finish
</file>
<file path="flow/design.v">
module exp_adder #(
    parameter EXP_W  = 8,
    parameter MANT_W = 24
) (
    input         [EXP_W - 1:0] exp_a,
    input         [EXP_W - 1:0] exp_b,
    output signed [EXP_W:0]     res
);
    localparam BIAS = (1 << (EXP_W - 1)) - 1;  
    assign res = ({1'b0, exp_a} + {1'b0, exp_b}) - BIAS;  
endmodule
module exp_correcting #(
    parameter MANT_W = 24,
    parameter EXP_W = 8
) (         
    input         [MANT_W * 2 - 1:0]             mant,
    input         [$clog2(MANT_W * 2 + 1) - 1:0] shift,
    input  signed [EXP_W:0]                      exp_sum,
    input                                        sign,
    output        [EXP_W - 1:0]                  exp_corr,
    output        [MANT_W - 2:0]                 mant_corr,  
    output                                       inexact_inf,
    output                                       inexact_zero
);
    localparam BIAS = (1 << (EXP_W - 1)) - 1;  
    wire [MANT_W * 2 - 1:0] mant_r_shifted = mant << shift;
    wire signed [EXP_W:0] exp_r_shifted = exp_sum - shift + 1;
    assign inexact_zero = exp_r_shifted < -MANT_W;
    wire signed [EXP_W:0] exp_l_shifted = (exp_r_shifted > 0) ? exp_r_shifted : 0;
    wire [MANT_W * 2 - 1:0] mant_l_shifted = mant_r_shifted >> ((exp_r_shifted > 0) ? 0 : -exp_r_shifted);
    wire [MANT_W - 1:0] mant_rounded;
    wire overflow;
    mant_rounding #(.MANT_W(MANT_W)) rounding (
        .in(mant_l_shifted),
        .mode(2'b11),   
        .sign(sign),
        .out(mant_rounded),
        .overflow(overflow)
    );
    assign inexact_inf = (exp_l_shifted + overflow) >= BIAS;
    assign exp_corr = exp_l_shifted + overflow;
    assign mant_corr = mant_rounded[MANT_W - 2:0] >> 1;
endmodule
module mant_rounding #(
    parameter MANT_W = 24
) (         
    input  [MANT_W * 2 - 1:0] in,
    input  [1:0]              mode,
    input                     sign,
    output [MANT_W - 1:0]     out,
    output                    inexact,
    output                    overflow
);
    wire [MANT_W - 1:0] mant_hi, mant_lo;
    assign {mant_hi, mant_lo} = in;
    wire round  =  mant_hi[0];
    wire guard  =  mant_lo[MANT_W - 1];
    wire sticky = |mant_lo[MANT_W - 2:0];
    reg increment;
    always @(*) begin
        case (mode)
            2'b00: increment = 1'b0;
            2'b01: increment = ~sign & |mant_lo;
            2'b10: increment =  sign & |mant_lo;
            2'b11: increment = ((guard & sticky) | (guard & ~sticky & round));
        endcase
    end
    assign overflow = &mant_hi & increment;
    assign out = overflow ? {1'b1, {(MANT_W - 1){1'b0}}} : (mant_hi + increment);
    assign inexact = |mant_lo;
endmodule
module op_analyzer #(  
    parameter EXP_W  = 8,
    parameter MANT_W = 23
) (
    input  [EXP_W - 1:0]  exp,
    input  [MANT_W - 1:0] mant,
    output                is_zero,
    output                is_nan,
    output                is_inf,
    output                is_norm,
    output                is_denorm 
);  
    wire exp_full       =  &exp;
    wire exp_empty      = ~|exp;
    wire mant_not_empty =  |mant;
    assign is_nan    =  exp_full  &  mant_not_empty;
    assign is_inf    =  exp_full  & ~mant_not_empty;
    assign is_norm   = ~exp_full  & ~exp_empty;
    assign is_zero   =  exp_empty & ~mant_not_empty;
    assign is_denorm =  exp_empty &  mant_not_empty;
endmodule
module real_mult #(
    parameter HIDDEN_BIT = 1,   
    parameter EXP_W      = 11,   
    parameter MANT_RAW_W = 53,  
    parameter WIDTH      = 64  
) (
    input  [WIDTH - 1:0] op_a,
    input  [WIDTH - 1:0] op_b,
    input  [1:0]         opcode,
    input                clk,
    input                reset,
    output reg [WIDTH - 1:0] res,
    output [WIDTH - 1:0] val
);
    localparam MANT_W = MANT_RAW_W - HIDDEN_BIT;  
    wire [MANT_W - 1:0] mant_a = op_a[MANT_W - 1:0];
    wire [MANT_W - 1:0] mant_b = op_b[MANT_W - 1:0];
    wire [EXP_W - 1:0] exp_a = op_a[WIDTH - 2:MANT_W];
    wire [EXP_W - 1:0] exp_b = op_b[WIDTH - 2:MANT_W];
    wire sign = op_a[WIDTH - 1] ^ op_b[WIDTH - 1];  
    wire [EXP_W:0] exp_sum;  
    exp_adder #(.EXP_W(EXP_W), .MANT_W(MANT_RAW_W)) exp_ad (
        .exp_a(exp_a),
        .exp_b(exp_b),
        .res(exp_sum)
    );
    wire is_denorm_a, is_nan_a;
    op_analyzer #(.EXP_W(EXP_W), .MANT_W(MANT_W)) op_a_an (
        .is_denorm(is_denorm_a),
        .is_nan(is_nan_a)
    );  
    wire is_denorm_b, is_nan_b;
    op_analyzer #(.EXP_W(EXP_W), .MANT_W(MANT_W)) op_b_an (
        .is_denorm(is_denorm_b),
        .is_nan(is_nan_b)
    );  
    wire [MANT_RAW_W * 2 - 1:0] mant_mult;  
    generate if (HIDDEN_BIT) 
            assign mant_mult = {~is_denorm_a, mant_a} * {~is_denorm_b, mant_b};  
        else
            assign mant_mult = mant_a * mant_b;
    endgenerate
    wire [$clog2(MANT_RAW_W * 2 + 1) - 1:0] shift;
    zero_counter #(.IN_W(MANT_RAW_W * 2), .REVERSE(0)) lz_cnt (
        .in(mant_mult),
        .out(shift)
    );
    wire [EXP_W - 1:0] exp_corr;
    wire [MANT_W - 1:0] mant_corr;
    wire inexact_inf, inexact_zero;
    exp_correcting #(.MANT_W(MANT_W), .EXP_W(EXP_W)) correcting (
        .mant(mant_mult),
        .sign(sign),
        .shift(shift),
        .exp_sum(exp_sum),
        .exp_corr(exp_corr),
        .mant_corr(mant_corr),
        .inexact_inf(inexact_inf),
        .inexact_zero(inexact_zero)
    );
    always @(posedge clk) begin
        if (reset) begin
            res = {WIDTH{1'b0}};
        end else begin
                res = {sign, exp_corr, mant_corr};
        end
    end
endmodule
module zero_counter 
#(
    parameter REVERSE = 0,
    parameter IN_W    = 8,
    parameter OUT_W   = $clog2(IN_W + 1)
)
(
    input  [IN_W - 1:0]  in,
    output [OUT_W - 1:0] out
);
    wire [OUT_W - 1:0] buff [IN_W:0];  
    wire [IN_W - 1:0]  permutation;    
    assign buff[0] = 0;
    genvar i;
    generate
        if (REVERSE == 0) begin: high_zeros
            assign permutation = in;
        end else begin: low_zeros
            for (i = 0; i < IN_W ; i = i + 1) begin: low_zeros_loop
                assign permutation[i] = in[IN_W - 1 - i];
            end
        end
    endgenerate  
    generate
        for (i = 0; i < IN_W; i = i + 1 ) begin: loop
            assign buff[i + 1] = permutation[i] ? 0 : (buff[i] + 1);
        end
    endgenerate
    assign out = buff[IN_W];
endmodule  
</file>
==> summary.txt <==
impl run done, here's what came out: pin count of the biggest net entering global routing 11, number of unique standard cell types used by synthesis 32, Detail Placement HPWL 3808 µm, core area 9284 µm², Seq share, synth 12.00%, Commonest flop dfxtp_1, Routed Antenna Nets 0, Core Rows 35, Largest cells by area buf_4 (44%), ha_1 (18%), dfxtp_1 (12%), inv_1 (4.3%), a21oi_1 (3.0%), Critical Path AT 4.20 ns, Synth Instances 240, drt initial violations 40, Routed WL per cell 9.909 µm, number of enable flip-flop cells 0, die area 13920 µm², FFs w/ async S/R, synth 0%, antenna diode count 0, vias 1271, CTS Hold Bufs 0, Largest register FFs 12, Pre-antenna DRT Iters 3, Req. time, crit path 7.07 ns, final wirelength 4043 µm, Yosys Instances 240, CTS Buf Count 3, vias in the first global route 1514, Setup Fix Bufs, Post-CTS 0, Port Buf Inserts 37, Netlist Area Pre-Place 2002 µm², Worst Tran Pin Value 0.6368 ns, routability cong. 0.7877, vias per inst 3.115, layout cells sized above 1 2.867%, pre-CTS WS 2.616 ns, CP endpoint kind register, Top cell area share 43.88%, Clock Power Share 23.8%, Syn Area/Cell 8.341 µm², # IOs 260, family with the most delay on the worst path adder cells, YS chip area 2002 µm², Hold Path Class in2reg, Worst VDD drop 0.06830 mV, final worst-path cycle share 58.40%, Synthesis Warnings 190, Tot GR Track Use 5.161%, Worst Slack Setup Final 2.870 ns, OpenROAD warnings 131, Critical-path top delay cell or4b_1, leak pwr 1.128 nW, post-CTS resize count 0, FP Util 21.56%, minimum clock period 4.030 ns, crit-path cells clkdlybuf4s50_1, ha_1, ha_1, ha_1, and2_4, a221oi_4, a21oi_2, or4b_1, a22oi_2, MaxCap Viol Count 0, Layout area overhead 7.000%, RSZ-0062 raised after global routing no, crit path max fanout 10, internal power 0.2195 mW, Root Buffer clkbuf_8, initial antenna violation count 0, first-pass GRT wire length 6306 µm, NetSw 0.09707 mW, clk sinks 12, worst setup path class in2reg, setup tns final 0 ns, TritonCTS clock tree built, status complete, no violations, FF+latch count, synth 12, crit path launch type input port, Rel. slew slack 57.26%, # DRC 0, clock tree buffer depth 2, Final setup viols 0, Sequential Power Share 26.8%, fmax 248.2 MHz, PwrDens 147.8 nW/µm², Die X 118 µm, Slew Limit Fails 0, crit path buf inv count 1, total gr overflow 0, Max stage delay on crit path 0.66 ns, Clock transition at path regs 0.05 ns, Gate power share 49.4%, Top cell by count, worst path ha_1, fillers 1025, DIE HEIGHT 118 µm, Synth area leader buf_4, Final Hold Violating Endpoints 0, Sw Ratio 30.66%, htree depth 1
==> stage by stage <==
step                      instances  instance area [µm²]  total power [mW]  utilization [%]  hold slack (ns)
final                           408                 2142            0.3166            23.07            1.761
after global routing            408                 2142            0.3519            23.07            1.790
after CTS                       408                 2142            0.3238            23.07            1.763
after detailed placement        404                 2087            0.2461            22.48            2.012
after global placement          404                 2087            0.2467            22.48            1.994
after floorplan                 355                 2434            0.2305                -            1.452
==> synthesized netlist by cell type (2+ instances only) <==
| cell | n |
|---|---|
| o21ai_0 | 2 |
| buf_4 | 117 |
| xnor2_1 | 6 |
| o21a_1 | 3 |
| xor2_1 | 3 |
| mux2i_1 | 2 |
| a21o_1 | 2 |
| fa_1 | 2 |
| ha_1 | 28 |
| o22a_1 | 2 |
| a21boi_1 | 3 |
| nor2_1 | 5 |
| inv_1 | 23 |
| a21oi_1 | 12 |
| nand2_1 | 2 |
| dfxtp_1 | 12 |
==> power by group through the flow <==
| stage | clock network (mW) | logic, mW | registers [mW] |
|---|---|---|---|
| 6_report | 0.0754 | 0.156 | 0.0849 |
| 5_1_grt | 0.0831 | 0.183 | 0.0860 |
| 4_1_cts | 0.0774 | 0.161 | 0.0850 |
==> cell usage in the layout, fill, tap and decap left out, types with 2 or more instances in the layout <==
cell type | synthesis | routed
a21o_1 | 2 | 2
a21boi_1 | 3 | 3
mux2i_1 | 2 | 2
o21ai_0 | 2 | 2
nand2_1 | 2 | 2
xor2_1 | 3 | 3
inv_1 | 23 | 23
ha_1 | 28 | 28
dfxtp_1 | 12 | 12
o21a_1 | 3 | 3
nor2_1 | 5 | 5
a21oi_1 | 12 | 12
clkbuf_8 | 0 | 4
fa_1 | 2 | 2
o22a_1 | 2 | 2
xnor2_1 | 6 | 6
conb_1 | 1 | 116
clkdlybuf4s50_1 | 0 | 37
==> path summary, 6_finish.rpt <==
| path | startpoint | to | slack (ns) | cells after the start |
|---|---|---|---|---|
| max | op_a[58] | res[61]$_SDFF_PP0_ | 2.87 | 9 |
| min | reset | res[63]$_SDFF_PP0_ | 1.76 | 2 |
==> cells by family after synthesis <==
kind of cell,after synthesis,synth area share (%)
and+or+nand+nor,15,4.064
muxes,2,1.000
DFF,12,12.00
adders and majority gates,30,19.50
buffers and inverters,140,48.19
xor gates and xnor gates,9,3.938
other,1,0.1873
AOI/OAI and AO/OA,31,11.13
==> layer usage <==
layer,wire [µm],track usage [%]
met5,0,0
met2,1561,7.797
met1,1789,6.025
met3,676,3.743
met4,16,0.3864
==> cell type report <==
type / instances / area [µm²] / share of cell area [%]
multi-input cells: 203 / 1229 / 57.36
inverters: 23 / 86.33 / 4.030
repair buffers: 37 / 370.4 / 17.29
well taps: 129 / 161.4 / 7.535
flip-flops and latches: 12 / 240.2 / 11.21
clock buffers: 4 / 55.05 / 2.570
Power figures rest on the tool's default switching activity, not on a simulated workload.
